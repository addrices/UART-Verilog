[design/flow/design.v]
`timescale 1ns / 1ps
module bcd7seg(b,h);
input [3:0] b;
output reg[7:0] h;
always@(b)
     case(b)
	        4'd0:h=8'b11000000;
			4'd1:h=8'b11111001;
			4'd2:h=8'b10100100;
			4'd3:h=8'b10110000;
	        4'd4:h=8'b10011001;
			4'd5:h=8'b10010010;
			4'd6:h=8'b10000010;
			4'd7:h=8'b11111000;
			4'd8:h=8'b10000000;
			4'd9:h=8'b10010000;
			4'd10:h=8'b10001000;
			4'd11:h=8'b10000011;
			4'd12:h=8'b11000110;
			4'd13:h=8'b10100001;
			4'd14:h=8'b10000110;
			4'd15:h=8'b10001110;
			default:h=8'b11111111;
	  endcase
endmodule
`timescale 1ns / 1ps
module clkgen(
    input clkin,
    input rst,
    input clken,
    output reg clkout
    );
    parameter clk_freq=1000;
    parameter countlimit=100000000/2/clk_freq;  
   reg[31:0] clkcount;
   always @ (posedge clkin) 
    if(rst)
     begin
        clkcount=0;
        clkout=1'b0;
     end
    else
    begin
     if(clken)
        begin
            clkcount=clkcount+1;
            if(clkcount>countlimit)
             begin
                clkcount=32'd0;
                clkout=~clkout;
             end
            else
                clkout=clkout;
         end
      else
        begin
             clkcount=clkcount;
             clkout=clkout;
        end
     end  
endmodule
`timescale 1ns / 1ps
module com_top(
    input [10:0]    iSW,
    input           clk,
    input           btn,
    output          rxd_out,
    input           txd_in,
    output          cts,
    input           rts,
    output [7:0]    iSEG,
    output [7:0]    iSEGSEL,
    output [10:0]    oLED
    );
    wire clk1k;
    wire [1:0] select;
    wire [3:0] segsel;
    wire [7:0] myseg[0:3];
    reg  [7:0] mydata;
    reg  [7:0] data_buf[0:3];  
    wire [7:0] rx_data;
    reg  [7:0] tx_data;
    wire [7:0] rand_data;
    wire tx_ready;
    wire rx_finish;
    wire rx_error;
    reg  tx_send;
    reg  overflow;
    reg  [1:0] rx_ptr;
    reg  [1:0] tx_ptr;
    initial
    begin
      tx_send = 1'b0;
      overflow = 1'b0;
      rx_ptr = 2'b0;
      tx_ptr = 2'b0;
    end
    serial_tx tx_module(clk, tx_data, tx_send,tx_ready, rxd_out);
    assign oLED[0]= rxd_out;
    assign cts = 1'b0;
    serial_rx rx_module(clk, txd_in, rx_data, rx_finish, rx_error);
    always@(posedge clk) begin
      if(rx_finish) begin 
        mydata <= rx_data;
        if(tx_ptr!=(rx_ptr+2'd1)) begin  
            data_buf[rx_ptr]<=rx_data[7:0];
            rx_ptr<= rx_ptr+2'd1;
            overflow<=1'b0;
        end
        else begin
          overflow<=1'b1;
        end
      end
      else if(tx_ptr!=rx_ptr) begin 
        if(~tx_send && tx_ready == 1) begin 
          tx_data[7:0] <= data_buf[tx_ptr];
          tx_ptr<=tx_ptr+2'd1;
          tx_send<=1'b1;
          overflow<=1'b0;
        end
      end
      if(tx_send == 1 && tx_ready == 0)begin  
        tx_send<=1'b0;  
      end
    end
    assign oLED[10]= overflow;
    assign oLED[9]= rx_error;
     clkgen #(1000) myclk1k(clk,1'b0,1'b1,clk1k);
     bcd7seg digit0(mydata[3:0],myseg[0][7:0]);
     bcd7seg digit1(mydata[7:4],myseg[1][7:0]);
     bcd7seg digit2(4'b0000,myseg[2][7:0]);
     bcd7seg digit3(4'b0000,myseg[3][7:0]);
     mux48   datasel(myseg[0],myseg[1], myseg[2], myseg[3], select, iSEG);
     assign iSEGSEL[7:4]=4'b1111;
     assign iSEGSEL[3:0]=~segsel;
     decoder24  sel_seg(select, segsel); 
     counter4   selcounter(clk1k, 1'b1,1'b0,select);
     assign oLED[8:1]= rx_data;
endmodule
`timescale 1ns / 1ps
module counter4(
    input clk,
    input en,
    input rst,
    output reg [1:0] y
    );
    always @(posedge clk)
    begin
    if(rst)
       y<=0;
    else
       if(en)
          y<=y+1;
       else
          y<=y;
    end
endmodule
`timescale 1ns / 1ps
module decoder24(
    input [1:0] x,
    output reg [3:0] y
    );
    always @(x)
    begin
       y=4'b0000;
       y[x]=1;
    end
endmodule
`timescale 1ns / 1ps
module mux48(
    input [7:0] x0,
    input [7:0] x1,
    input [7:0] x2,
    input [7:0] x3,
    input [1:0] sel,
    output reg [7:0] y
    );
    always @ (x0 or x1 or x2 or x3 or sel)
      case(sel)
      2'd0: y=x0;
      2'd1: y=x1;
      2'd2: y=x2;
      2'd3: y=x3;
      endcase
endmodule
`timescale 1ns / 1ps
module serial_rx(clk,txd_in,rx_data,rx_valid,rx_error);
parameter transbit=8;
parameter stopbit=2;
input clk;
input txd_in;
output [transbit-1:0] rx_data;
output rx_valid;
output reg rx_error;
(*mark_debug = "true"*)wire rx_clk;           
(*mark_debug = "true"*)reg [2:0] clk_sync;    
(*mark_debug = "true"*)reg [2:0] start_sync;  
(*mark_debug = "true"*)reg [3:0] rx_count;    
(*mark_debug = "true"*)reg [12:0] rx_buf;     
(*mark_debug = "true"*)wire sampling;         
(*mark_debug = "true"*)wire start_bit;        
(*mark_debug = "true"*)reg rx_busy;           
(*mark_debug = "true"*)reg rx_clk_rst;        
initial
begin
  rx_error = 1'b0;
  rx_busy = 1'b0;
  rx_clk_rst =1'b0;
end
clkgen #(9600) mytxclk(clk,rx_clk_rst,rx_busy,rx_clk);  
always @ (posedge clk)
begin
    clk_sync <= {clk_sync[1:0],rx_clk};
end
assign sampling = ~clk_sync[2] & clk_sync[1];  
always @ (posedge clk)
begin
    start_sync <=  {start_sync[1:0],txd_in};
end
assign start_bit = start_sync[2] & ~start_sync[1];  
always @ (posedge clk) begin  
    if(!rx_busy) begin
        if(start_bit) begin  
            rx_busy<=1'b1;
            rx_clk_rst<=1'b1;
            rx_count<=4'd0;
            rx_buf<=13'd0;
        end
    end
    else begin   
        rx_clk_rst <= 1'b0;
        if(rx_count == transbit + 1 + stopbit) begin 
            rx_busy <= 0;
        end
        if(sampling) begin
            rx_count <= rx_count + 1;
            if(rx_count == 0) begin      
                rx_buf[rx_count] <= txd_in;
                if(txd_in != 0) begin
                    rx_error <= 1;
                end
            end
            else if(rx_count > 0 && rx_count <= transbit)begin  
                rx_buf[rx_count] <= txd_in;
            end
            else if(rx_count == transbit + 1)begin   
                rx_buf[rx_count] <= txd_in;
                if(^({txd_in,rx_buf[transbit:1]}) == 0)begin  
                    rx_error <= 1;
                end
            end
            else if(rx_count <= transbit + 1 + stopbit)begin  
                rx_buf[rx_count] <= txd_in;
                if(txd_in!= 1) begin 
                    rx_error <= 1;
                end
            end
        end
    end
end
assign rx_valid = (rx_busy == 1) && (rx_count == transbit + 1 + stopbit);  
assign rx_data = rx_buf[transbit:1];
endmodule
`timescale 1ns / 1ps
module serial_tx(clk,data,tx_valid,tx_ready,tx_out);
parameter transbit=8;
parameter stopbit=2;
input clk;
input [transbit-1:0] data;
input tx_valid;
output reg tx_out;
output tx_ready;
wire tx_clk;  
reg  tx_busy;
reg [transbit+3:0] tx_buf;
reg [3:0]  tx_count;
wire parity;
assign parity = (^(data) == 0)? 1:0;
initial
begin
    tx_count= 4'd0;
    tx_busy = 1'b0;
    tx_out = 1'b1;
end
clkgen #(9600) mytxclk(clk,1'b0,1'b1,tx_clk);  
assign tx_ready = tx_busy == 0;
always@(posedge tx_clk) begin  
    if(tx_valid == 1 && tx_busy == 0)begin 
        tx_busy <= 1;
        tx_count <= 0;
        tx_buf <= {2'b11,parity,data,1'h0};
    end
    else if(tx_busy == 1) begin
        if(tx_count == transbit+1+stopbit) begin
             tx_busy <= 0;
             tx_out <= 1;
        end
        else begin
            tx_count <= tx_count + 1;
            tx_out <= tx_buf[tx_count];
        end
    end
end
endmodule
[design/flow/run.sh]
#!/bin/bash
# OpenROAD 26Q1-2900-gdf79404cd8, Yosys 0.63+post, stock flow scripts
make -C /OpenROAD-flow-scripts/flow DESIGN_CONFIG=/design/flow/config.mk WORK_HOME=/design/flow/orfs finish
[design/flow/config.mk]
export PLATFORM = sky130hd
export DESIGN_NAME = com_top
export DESIGN_NICKNAME = com_top
export VERILOG_FILES = /design/flow/design.v
export SDC_FILE = /design/flow/constraint.sdc
export NUM_CORES = 4
export LEC_CHECK = 1
export CORE_UTILIZATION = 40
[design/flow/constraint.sdc]
current_design com_top

set clk_period 4.8
set clk_io_pct 0.2

create_clock -name clk0 -period $clk_period [get_ports {clk}]

set non_clock_inputs [all_inputs -no_clocks]
set_input_delay [expr $clk_period * $clk_io_pct] -clock clk0 $non_clock_inputs
set_output_delay [expr $clk_period * $clk_io_pct] -clock clk0 [all_outputs]
==> run_results.csv <==
group,metric,value,unit
status,status,"completed",
timing,final_max_slew_viol_count,0,
logic_synthesis,synth_cell_type_count,72,
timing,finalSetupViolCount,0,
cts,clock_tree.htree_level_count,4,
logic_synthesis,asyncSetResetFlopFracSynth,0,
cts,postCtsHoldBufs,0,
job,timing.max_cap.violations,0,
grt,maximum_number_of_pins_on_one_net_before_global_route_repair,34,
hold_path,hp-start,"rx_module.start_sync[0]",
cts,tritoncts.num_buffers,17,
cts,clk-insertion-delay-late,0.42,ns
job,number_of_warnings_in_the_stage_logs,63,
setup_path,cp.required,4.98,ns
finish,drive_above_1_share,0.0752,
timing,finalHoldViolations,0,
logic_synthesis,yosysWarnings,9,
routing,drt_pre_antenna_iters,4,
timing,unconstrained_endpoints,33,
timing,finalCritPeriodShare,0.741,
power_and_ir_drop,leakage,0.00405,uW
setup_path,worst_ep_arrival_time,3.73,ns
cts,worst_setup_hold_path_clk_slew,0.07,ns
timing,unclocked_regs,17,
die,die_h,161,um
die,num_io_pins,44,
routing,drt-initial-drc-count,401,
logic_synthesis,synth-cells-yosys,996,
setup_path,critPathMaxStageDelay,0.59,ns
finish,finish.instance_area,0.0113,mm^2
setup_path,critPathSlowestCell,"or4_4",
die,initial_cell_density_of_the_core,0.411,
cts,clk_root_buffer_cell,"clkbuf_16",
timing,maxClockFrequency,0.281,GHz
setup_path,worst-path-stages,7,
routing,ant_diodes,0,
place,place.gp.congestion,0.819,
finish,final_cells,1375,
routing,drc_errors,0,
setup_path,worst_r2r_endpoint,"tx_module.mytxclk.clkout",
power_and_ir_drop,pwr_cell_area,290,mW/mm^2
timing,setup-tns-final,0,ns
cts,post_cts_resized,0,
setup_path,reg2regPathDepth,7,
die,row_count,57,
timing,worst_clock_skew,0.0115,ns
timing,worst_pin_slew,0.724,ns
hold_path,whs_path_depth,0,
setup_path,critical_path.max_fanout,14,
grt,grtUsageTotal,0.148,
hold_path,timing.hold.worst_endpoint,"rx_module.start_sync[1]",
routing,dr_total_vias,7079,
logic_synthesis,synthesis.instances,996,
setup_path,crit_path_start_kind,"flip-flop",
timing,rsz_0062_raised_after_global_routing,"false",
setup_path,worst_setup_path_end_kind,"flip-flop",
finish,layout.filler_cells,2230,
grt,grt_pass1_vias,6376,
place,place.detailed.hpwl,12400,um
place,place.port_buffers,24,
timing,min_period,3.55,ns
cts,cts.repair_timing.setup_buffer_count,0,
grt,grt_remaining_overflow,0,
power_and_ir_drop,worst_ir_drop_vdd,257,uV
logic_synthesis,mappedNetlistArea,0.0101,mm^2
timing,slew-limit-headroom,0.516,
routing,avgRoutedWirePerCell,13.0,um
die,chipArea,0.0258,mm^2
place,post_dp_cell_area,0.0107,mm^2
logic_synthesis,synth_sequential_area_ratio,0.486,
setup_path,crit_chain,"ha_1 -> nand2_1 -> or4_1 -> or4_4 -> a2111oi_4 -> nand4_2 -> or3_1",
setup_path,regToRegStartpoint,"tx_module.mytxclk.clkcount[0]",
logic_synthesis,synth-area-yosys,0.0101,mm^2
grt,grt_first_pass_wirelength,30600,um
cts,clock_tree_from_tritoncts,"built",
routing,drt-total-wl,17900,um
logic_synthesis,synth-main-ff-cell,"dfxtp_1",
logic_synthesis,edf_count,78,
logic_synthesis,syn_avg_cell_area,10.1,um^2
finish,flow.area_growth_from_synthesis,11.9,%
hold_path,worstHoldPathType,"flip-flop to flip-flop",
die,core-area,0.0245,mm^2
setup_path,critPathBufInv,0,
routing,vias_per_cell,5.15,
grt,initial_antenna_violation_count,0,
place,placedCellCount,1343,
setup_path,worst-r2r-setup-slack,1.25,ns
routing,antenna_violating_nets_post_route,0,
setup_path,family_with_the_most_delay_on_the_worst_path,"simple AND/OR/NAND/NOR gates",
setup_path,crit_type,"flip-flop to flip-flop",
die,fp.dieW,161,um
cts,clk_path_buf_depth,2,
logic_synthesis,ys_ff,205,
## cells by family (layout without fill, tap and decap cells)
| group | Yosys count | count (layout) | share of synthesized area |
|---|---|---|---|
| buffers and inverters | 94 | 109 | 0.0399 |
| other | 2 | 42 | 0.000747 |
| xor gates and xnor gates | 62 | 62 | 0.0540 |
| DFF | 205 | 205 | 0.486 |
| and+or+nand+nor | 403 | 403 | 0.221 |
| AOI/OAI and AO/OA | 165 | 165 | 0.112 |
| adders and majority gates | 35 | 35 | 0.0433 |
| muxes | 30 | 30 | 0.0431 |
## metal layers
layer / up-vias / wire length [um] / track usage
met5: - / 0 / 0
li1: 3676 / - / -
met4: 0 / 138 / 0.0108
met2: 83 / 8300 / 0.234
met3: 8 / 590 / 0.0290
met1: 3312 / 8880 / 0.231
## cell usage in the layout (no fill, tap or decap), drive strengths merged, types with 5 or more instances in the layout
cell	count
a211oi	10
a21boi	6
a21oi	40
a31oi	13
a32o	6
and2	34
and3	21
and4	10
buf	12
clkbuf	19
clkdlybuf4s50	24
clkinv	5
conb	42
dfxtp	127
edfxtp	78
ha	34
inv	49
mux2	6
mux2i	14
mux4	10
nand2	93
nand2b	7
nand3	43
nand4	30
nor2	51
nor2b	14
nor3	38
nor4	21
nor4b	8
o21ai	28
o22ai	5
o31ai	6
or3	12
or4	5
xnor2	48
xor2	14
## Yosys cell counts (5+ instances only)
cell | count | area, um^2
dfxtp_1 | 127 | 2540
nand2_1 | 93 | 349
edfxtp_1 | 78 | 2340
nor2_1 | 51 | 191
xnor2_1 | 48 | 420
nand3_1 | 43 | 215
inv_1 | 41 | 154
a21oi_1 | 40 | 200
nor3_1 | 38 | 190
clkbuf_1 | 37 | 139
and2_1 | 34 | 213
ha_1 | 34 | 425
nand4_1 | 28 | 175
o21ai_0 | 27 | 135
and3_1 | 21 | 131
mux2i_1 | 14 | 140
nor2b_1 | 14 | 87.6
xor2_1 | 14 | 123
a31oi_1 | 13 | 81.3
or3_1 | 12 | 75.1
nor4_2 | 11 | 138
a211oi_1 | 10 | 75.1
and4_1 | 10 | 87.6
buf_4 | 10 | 75.1
mux4_2 | 10 | 225
nor4_1 | 10 | 62.6
nor4b_1 | 8 | 70.1
nand2b_1 | 7 | 43.8
a21boi_0 | 6 | 45.0
a32o_1 | 6 | 60.1
mux2_2 | 6 | 67.6
o31ai_1 | 6 | 45.0
o22ai_1 | 5 | 31.3
## through the flow
step | total power [uW] | util | worst slack (ns) | hold slack, ns
global route | 3410 | 0.460 | 1.03 | 0.336
global placement | 1960 | 0.437 | 1.28 | 0.311
finish | 3260 | 0.460 | 1.25 | 0.326
detailed placement | 1970 | 0.437 | 1.27 | 0.313
CTS | 3310 | 0.460 | 1.23 | 0.329
floorplan | 1930 | - | 1.86 | 0.310
## worst max-delay path by stage
stage / from / to
final: tx_module.mytxclk.clkcount[0] / tx_module.mytxclk.clkout
after global routing: tx_module.mytxclk.clkcount[0] / tx_module.mytxclk.clkout
after CTS: tx_module.mytxclk.clkcount[0] / tx_module.mytxclk.clkout
## where the power goes
part           switching [uW]  internal (uW)
Sequential               74.0           1690
Combinational            82.0           80.3
Clock                     644            691
Total                     800           2460
## cell type report
cell class	instances	area [um^2]	share of cell area
Clock buffer	19	433	0.0385
Clock inverter	13	128	0.0113
Inverter	41	154	0.0137
Multi-Input combinational cell	737	4920	0.437
Sequential cell	205	4880	0.434
Tap cell	324	405	0.0360
Timing Repair Buffer	36	330	0.0293
## state kept, by name, summed over array words and instances (netlist names), 8 cells and up
register                    count
myclk1k.clkcount               32
data_buf                       32
mydata                          8
rx_module.mytxclk.clkcount     32
tx_module.mytxclk.clkcount     32
tx_data                         8
tx_module.tx_buf                9
rx_module.rx_buf                8
Power and IR drop assume default switching activity.
